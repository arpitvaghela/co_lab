[flow/design.v]
`timescale 1ns / 1ps
module execution_block(input [15:0] A,
                       input [15:0] B,
                       input [15:0] data_in,
                       input [5:0] op_dec,
                       input clk,
                       input reset,
                       output reg [15:0] ans_ex,
                       output reg [15:0] DM_data,
                       output reg [15:0] data_out,
                       output [1:0] flag_ex);
    wire [15:0] ans_tmp;
    wire [15:0] data_out_buff;
    reg [1:0] flag_prv;
    assign {flag_ex[0], ans_tmp} = (op_dec == 6'b000000) ? A + B :   
                                   (op_dec == 6'b000001) ? A + (~B) + 1 :   
                                   (op_dec == 6'b000010) ? {1'b0, B} :   
                                   (op_dec == 6'b000100) ? {1'b0, A & B} :   
                                   (op_dec == 6'b000101) ? {1'b0, A | B} :   
                                   (op_dec == 6'b000110) ? {1'b0, A ^ B} :   
                                   (op_dec == 6'b000111) ? {1'b0, ~B} :   
                                   (op_dec == 6'b001000) ? A + data_in :   
                                   (op_dec == 6'b001001) ? A + (~data_in) + 1 :   
                                   (op_dec == 6'b001010) ? {1'b0, data_in} :   
                                   (op_dec == 6'b001100) ? {1'b0, A & data_in} :   
                                   (op_dec == 6'b001101) ? {1'b0, A | data_in} :   
                                   (op_dec == 6'b001110) ? {1'b0, A ^ data_in} :   
                                   (op_dec == 6'b001111) ? {1'b0, ~data_in} :   
                                   (op_dec == 6'b010000) ? {1'b0, ans_ex} :   
                                   (op_dec == 6'b010001) ? {1'b0, ans_ex} :   
                                   (op_dec == 6'b010100) ? {1'b0, A} :   
                                   (op_dec == 6'b010101) ? {1'b0, A} :   
                                   (op_dec == 6'b010110) ? {1'b0, data_in} :   
                                   (op_dec == 6'b010111) ? {1'b0, ans_ex} :   
                                   (op_dec == 6'b011000) ? {1'b0, ans_ex} :   
                                   (op_dec == 6'b011001) ? {1'b0, A << B} :   
                                   (op_dec == 6'b011010) ? {1'b0, A >> B} :   
                                   (op_dec == 6'b011011) ? {1'b0, $signed(A) >>> B} :   
                                   (op_dec == 6'b011100) ? {flag_prv[0], ans_ex} :   
                                   (op_dec == 6'b011101) ? {flag_prv[0], ans_ex} :   
                                   (op_dec == 6'b011110) ? {flag_prv[0], ans_ex} :   
                                   (op_dec == 6'b011111) ? {flag_prv[0], ans_ex} :   
                                   {1'b0, 16'b0};   
    assign data_out_buff = (op_dec == 6'b010111) ? A : 0;   
    assign flag_ex[1] = (op_dec >= 6'b011100) ? flag_prv[1]:
                        (op_dec >= 6'b010000 & op_dec != 6'b010111) ? 0:
                         (ans_ex == 0) ? 1'b1 : 0;
    always @(posedge clk) begin
        if (reset) begin
            ans_ex = 0;
            data_out = 0;
            DM_data = 0;
        end
        else begin
            ans_ex = ans_tmp;
            data_out = data_out_buff;
            DM_data = B;
            flag_prv = flag_ex;
        end
    end
endmodule  
[flow/run.sh]
#!/bin/bash
# OpenROAD 26Q1-2900-gdf79404cd8, Yosys 0.63+post, stock flow scripts
make -C /OpenROAD-flow-scripts/flow DESIGN_CONFIG=/design/flow/config.mk WORK_HOME=/design/flow/orfs finish
[flow/config.mk]
export PLATFORM = sky130hd
export DESIGN_NAME = execution_block
export DESIGN_NICKNAME = execution_block
export VERILOG_FILES = /design/flow/design.v
export SDC_FILE = /design/flow/constraint.sdc
export NUM_CORES = 4
export LEC_CHECK = 1
export CORE_UTILIZATION = 50
[flow/constraint.sdc]
current_design execution_block

set clk_period 9.8
set clk_io_pct 0.2

create_clock -name clk0 -period $clk_period [get_ports {clk}]

set non_clock_inputs [all_inputs -no_clocks]
set_input_delay [expr $clk_period * $clk_io_pct] -clock clk0 $non_clock_inputs
set_output_delay [expr $clk_period * $clk_io_pct] -clock clk0 [all_outputs]
==> run summary <==
State of the implementation.

- The type of element launching the critical path is a primary input, for reference.
- The run finished with clean final reports.
- The stat command in Yosys gives a chip area of between 9000 and 10000 um^2.
- The via count of the first global-routing pass is 10300, for reference.
- The cell sequence reported for the critical path is clkdlybuf4s50_1, inv_1, ha_1, fa_1, o21bai_1, a21oi_1, o31a_1, a221oi_2, o221ai_2, nor2_1, o211ai_1, a31o_2, o31a_1, clkdlybuf4s50_1.
- No sink is reached through more buffers than the 2 on the longest clock path.
- The share of post-route cells with drive strength above 1 is 0.0875, for reference.
- The global route stage reports its total congestion overflow as 0.
- The register bit total from synthesis is about 50, for reference.
- Of the synthesized area, sequential elements account for 0.110.
- Counting endpoints that fail hold in the final report gives 0.
- The synthesized netlist was found by Yosys to have roughly 1300 cells.
- In the synthesized netlist, the cells that appear most often are nor2_1, a21oi_1, ha_1.
- The floorplan die area is about 19000 um^2, for reference.
- The number of remaining DRC errors is 0, for reference.
- The die is 138 um tall.
- The portion of synthesized cell area occupied by the leading cell type is 0.130, for reference.
- The number of warnings reported in the stage logs is about 90.
- The final layout report lists a filler cell count of 1689.
- The final estimated routing congestion in global placement is about 1.1, for reference.
- Once detailed placement completed, the half-perimeter wirelength came to approximately 35000 um.
- The analysis attributes to cell leakage a power of ~4.2 nW.
- The max-slew violation count is 0, for reference.
- The largest fanout on the critical path is 8, for reference.
- The internal power component is a little over 0.5 mW, for reference.
- The placeable core region is around 18000 um^2, for reference.
- The boundary pin count is roughly 110, for reference.
- The pin closest to its max-slew limit shows a slew of between 1 and 1.5 ns.
- The clock insertion delay at the later pin of the skew report is roughly 0.30 ns, for reference.
- The netlist area before placement is around 9200 um^2, for reference.
- The smallest clock period supported by the final layout is computed as between 7 and 8 ns.
- The final worst hold slack is a little under 0.5 ns, for reference.
- The switching power is 0.384 mW, for reference.
- In the synthesized netlist the dominant register cell turns out to be dfxtp_1.
- The tightest min-delay check is of the reg -> reg type.
- The clock input transition at the sequential cells of the worst setup and hold paths is roughly 0.070 ns, for reference.
- The delay of the slowest critical-path stage is between 0.6 and 0.7 ns, for reference.
- The relative contribution of sequential cells to total power is 0.250, for reference.
- The clock root buffer is clkbuf_16, for reference.
- For reference, the most critical setup path is categorized as in -> out.
- For this run, the detailed router reports a per-instance via density of between 7 and 8.
- The number of port buffers is around 110, for reference.
- Among cell families on the critical path, the largest total delay comes from AND-OR/OR-AND gates.
- The synthesized design contains 2 enable-type register cells.
- The biggest area contributor in the post-synthesis netlist is ha_1.
- The first-pass GRT wire length is about 67000 um, for reference.
- The count of nets left with antenna violations once routing finished came out at 0.
- Yosys reported that registers with async set or reset make up 0.
- The post-synthesis area per instance is 7.32 um^2, for reference.
- The clock net sink count is approximately 50, for reference.
- For this run, the total global-route usage over all layers was measured as 0.496.
- The part of the cycle the worst path needs is 0.803, for reference.
- The combinational gate area is 7490 um^2, for reference.
- Of the total power, the share spent switching nets is 0.428.
- The via count of the routed design is between 10000 and 15000, for reference.
- TritonRoute output was used to compute an average wire per cell of ~30 um.
- The largest net degree at the start of global routing is ~65, for reference.
- The number of CTS-inserted buffers is 5, for reference.
- The final report gives the core utilization as 0.586.
- The area growth from synthesis to layout is 14.2%, for reference.
- The setup violation total in the final timing report is 0, for reference.
- The cell resize tally after clock tree synthesis is 0, for reference.
- Data on the critical path is required at its endpoint by between 7 and 8 ns.
- The placement row count is roughly 49, for reference.
- Across the VDD grid, the largest voltage drop is roughly 100 uV.
- TritonCTS built the clock tree.
- Looking at the clock tree report, the H-tree level count equals 2.
- The antenna diode count is 0, for reference.
- Once the clock tree was built, the setup fixing pass inserted 0 buffers.
- The first detailed-routing pass ran for 6 iterations.
- The number of antenna violations at the first check in global routing came to 1.
- The final setup skew is ~0.012 ns, for reference.
- The synthesis report lists the most area-consuming cells as ha_1, dfxtp_1, a21oi_1, nor2_1, o21ai_0.
- The achievable frequency is roughly 130 MHz, for reference.
- Across the run, the number of max-cap violations was 0.
- Counting every instance in the synthesized netlist gives between 1000 and 1500.
- The detailed router reported a total wirelength of 46200 um.
- The final layout reports a setup TNS of 0 ns.
- The critical path contains buffers and inverters numbering 3 combined.
- The starting utilization of the core area is 0.513, for reference.
- The power report attributes to the combinational group a share of 0.519.
- Setup repair after global routing left no endpoint under its margin.
- The type of element capturing the critical path is a primary output, for reference.
- The timing report shows that the slowest cell on the worst path is clkdlybuf4s50_1.
- The clock network fraction of total power is 0.231, for reference.
- The sequential cells in the finished layout cover a total of 1020 um^2.
- The most instantiated library cell after synthesis is nor2_1, for reference.
- Synthesis instantiated ~99 different standard cells from the library.
- The Yosys warning count is 1, for reference.
- The OpenROAD report gives the critical path a data arrival time of 5.91 ns.
- The die span in x is about 140 um, for reference.
- Dividing total power by cell area gives a power density of 85.0 nW/um^2.
- Detailed-route iteration 0 reported a violation count of 1482.
- The post-CTS hold buffer count recorded in the log is 0.
- The headroom to the max-slew limit is 0.0328, for reference.
-- layout make-up --
type / instances / area share
Multi-Input combinational cell: 1045 / 0.709
Timing Repair Buffer: 140 / 0.122
Sequential cell: 50 / 0.0967
Inverter: 82 / 0.0292
Tap cell: 229 / 0.0271
Clock buffer: 5 / 0.0118
Clock inverter: 3 / 0.00415
-- power groups by stage --
| stage | combinational (mW) | clock, mW | sequential, mW |
|---|---|---|---|
| after global routing | 0.490 | 0.216 | 0.225 |
| final | 0.466 | 0.208 | 0.224 |
| after CTS | 0.446 | 0.208 | 0.224 |
-- per-stage QoR --
step                worst slack [ns]  total power, mW  instance area, um^2  std cells
floorplan                       3.18            0.501                 9250       1264
global placement                2.07            0.675                10400       1546
detailed placement              2.03            0.672                10400       1546
CTS                             2.01            0.877                10600       1554
global route                    1.73            0.931                10600       1554
finish                          1.93            0.897                10600       1554
-- state kept, by name (all words and copies together) (netlist names) --
| signal | cells |
|---|---|
| data_out | 16 |
| flag_prv | 2 |
| DM_data | 16 |
| ans_ex | 16 |
-- final timing paths --
kind	from	endpoint	slack (ns)	cells after the start
min reg2reg	ans_ex[11]	ans_ex[11]	0.49	2
max reg2reg	ans_ex[15]	flag_prv[1]	8.16	4
max	A[0]	flag_ex[0]	1.93	14
min	ans_ex[11]	ans_ex[11]	0.49	2
-- placed cells by master, fill, tap and decap left out, drive strengths merged, types with 10 or more instances in the layout --
master / Yosys / layout
a2111oi: 12 / 12
a211oi: 29 / 29
a21o: 12 / 12
a21oi: 131 / 131
a221o: 10 / 10
a221oi: 35 / 35
a22oi: 12 / 12
a31oi: 19 / 19
buf: 54 / 40
clkdlybuf4s50: 0 / 100
dfxtp: 48 / 48
ha: 96 / 96
inv: 81 / 82
mux2: 18 / 18
mux2i: 24 / 24
mux4: 14 / 14
nand2: 83 / 83
nand2b: 14 / 14
nand3: 23 / 23
nor2: 134 / 134
nor2b: 17 / 17
nor3: 44 / 44
nor4: 10 / 10
o211ai: 13 / 13
o21ai: 77 / 77
o21bai: 10 / 10
o221ai: 24 / 24
o22ai: 22 / 22
o31ai: 15 / 15
or3: 11 / 11
xnor2: 19 / 19
-- logic make-up (layout without fill, tap and decap cells) --
group           Yosys count  after routing  share of synthesized area
simple gates            375            375                      0.197
mux                      56             56                     0.0836
fa+ha+maj               100            100                      0.139
compound gates          489            489                      0.366
flops                    50             50                      0.110
xor+xnor                 25             25                     0.0237
buf+inv                 169            230                     0.0806
-- routing by layer --
metal,part of all wire,global-route usage
met1,0.36,0.625
met2,0.42,0.730
met3,0.14,0.155
met4,0.083,0.321
met5,0.00022,0.0167
-- worst reg2reg max path: cells and delay by family (launching register included) --
family             cells  cell delay [ns]
DFF                    1             0.35
and+or+nand+nor        2             0.70
AOI/OAI and AO/OA      1             0.25
muxes                  1             0.21
Power figures rest on the tool's default switching activity, not on a simulated workload.
