### /design/flow/design.v
`timescale 1ns / 1ps
module Register_Bank_Block(
     input [15:0] ans_ex,
    input [15:0] ans_dm,
    input [15:0] ans_wb,
    input [15:0] imm,
    input [4:0] RA,
    input [4:0] RB,
    input [4:0] RW_dm,
    input [1:0] mux_sel_A,
    input [1:0] mux_sel_B,
    input imm_sel,
    input clk,
    output [15:0] A,
    output [15:0] B
    );
reg [15:0] RegBank [31:0];
reg [15:0] AR;
reg [15:0] BR;
wire [15:0] BI;
always @(posedge clk)
begin  
        AR = RegBank[RA];
        BR = RegBank[RB];
        RegBank[RW_dm] = ans_dm;
end
assign A = (mux_sel_A == 2'b00) ? AR :
    (mux_sel_A == 2'b01) ? ans_ex :
    (mux_sel_A == 2'b10) ? ans_dm :
    (mux_sel_A == 2'b11) ? ans_wb : 0 ;
assign BI = (mux_sel_B == 2'b00) ? BR :
    (mux_sel_B == 2'b01) ? ans_ex :
    (mux_sel_B == 2'b10) ? ans_dm :
    (mux_sel_B == 2'b11) ? ans_wb : 0 ;
assign B = (imm_sel == 1'b0) ? BI : imm ;
endmodule
### /design/flow/config.mk
export PLATFORM = sky130hd
export DESIGN_NAME = Register_Bank_Block
export DESIGN_NICKNAME = Register_Bank_Block
export VERILOG_FILES = /design/flow/design.v
export SDC_FILE = /design/flow/constraint.sdc
export NUM_CORES = 4
export LEC_CHECK = 1
export CORE_UTILIZATION = 30
### /design/flow/run.sh
#!/bin/bash
# OpenROAD 26Q1-2900-gdf79404cd8, Yosys 0.63+post, stock flow scripts
make -C /OpenROAD-flow-scripts/flow DESIGN_CONFIG=/design/flow/config.mk WORK_HOME=/design/flow/orfs finish
### /design/flow/constraint.sdc
current_design Register_Bank_Block

set clk_period 4.1
set clk_io_pct 0.2

create_clock -name clk0 -period $clk_period [get_ports {clk}]

set non_clock_inputs [all_inputs -no_clocks]
set_input_delay [expr $clk_period * $clk_io_pct] -clock clk0 $non_clock_inputs
set_output_delay [expr $clk_period * $clk_io_pct] -clock clk0 [all_outputs]
==> impl_metrics.env <==
# flow metrics
export IMPL_status="complete, no violations"
export IMPL_top_area_cell="edfxtp_1"
export IMPL_power_density_mw_per_mm2=411.8
export IMPL_worstPathCellList="clkdlybuf4s50_1 -> mux4_2 -> mux2_2 -> clkdlybuf4s50_1"
export IMPL_p_sw_uw=2942
export IMPL_hold_viol=0
export IMPL_finalCritPeriodShare_pct=86.78
export IMPL_xor_share_pct=0
export IMPL_setup_violations=0
export IMPL_setup_ws_ns=0.5420
export IMPL_grt_max_degree=84
export IMPL_synth_area_mm2=0.02614
export IMPL_ff_type="edfxtp_1"
export IMPL_wl_per_cell_um=27.47
export IMPL_finalClockSkew_ns=0.01976
export IMPL_fill_cells=7899
export IMPL_clock_power_share_pct=39.9
export IMPL_dp_hpwl_mm=53.75
export IMPL_fin_area_mm2=0.03088
export IMPL_edf_count=512
export IMPL_core_area_mm2=0.08568
export IMPL_antenna_found_initial=10
export IMPL_initCoreUtil_pct=30.51
export IMPL_worst_setup_path_type="in2out"
export IMPL_gp_congestion=0.8909
export IMPL_worstMarginPinSlew_ns=0.9310
export IMPL_simple_gate_area_share_pct=4.710
export IMPL_die_size_y_um=297.2
export IMPL_track_usage_pct=20.13
export IMPL_hold_ws_ns=0.6790
export IMPL_grt_pass1_wl_mm=121.1
export IMPL_yosys_cells=1770
export IMPL_syn_avg_cell_area_um2=14.77
export IMPL_max_stage_delay_ns=0.69
export IMPL_tool_warnings=25
export IMPL_required_ns=3.28
export IMPL_grt_overflow=0
export IMPL_finalCriticalPeriod_ns=3.558
export IMPL_p_total_uw=12720
export IMPL_pwr_share_seq_pct=49.5
export IMPL_final_layout_size_suffix_gt1_share_pct=14.64
export IMPL_clk_pin_slew_ns=0.06
export IMPL_fmax_ghz=0.2811
export IMPL_drt_wl_total_mm=85.32
export IMPL_peakVddDrop_mv=0.2999
export IMPL_synth_seq_share_pct=61.27
export IMPL_hold_buffers=0
export IMPL_dieWidth_um=297.2
export IMPL_cts_max_level=2
export IMPL_cp_slowest_cell="clkdlybuf4s50_1"
export IMPL_async_reset_ff_share_pct=0
export IMPL_cts_sinks=544
export IMPL_slew_violations=0
export IMPL_grt_setup_unrepaired="no"
export IMPL_die_area_mm2=0.08832
export IMPL_aoi_share_pct=7.429
export IMPL_via_count=16890
export IMPL_top_logic_kind="multiplexers"
export IMPL_ios=117
export IMPL_ys_flops=544
export IMPL_p_leak_uw=0.01115
export IMPL_portBuffers=116
export IMPL_switching_share_pct=23.14
export IMPL_cts_buffers=56
export IMPL_startpoint_type="primary input"
export IMPL_top_cells_by_area="edfxtp_1 59%, mux2i_1 20%, a22oi_1 5.1%"
export IMPL_syn_instance_count=1770
export IMPL_setup_tns_ns=0
export IMPL_p_int_uw=9774
export IMPL_placementRows=107
export IMPL_clock_path_buffers=3
export IMPL_common_cells="512 x edfxtp_1, 512 x mux2i_1, 176 x a22oi_1"
export IMPL_pre_cts_slack_ns=0.4254
export IMPL_synth_distinct_cells=31
export IMPL_crit_path_frequent_cell="clkdlybuf4s50_1"
export IMPL_place_area_mm2=0.02904
export IMPL_arrival_ns=2.74
export IMPL_grt_pass1_vias=17480
export IMPL_areaGrowthSynthToFinish_pct=18.15
export IMPL_cts_root_buf="clkbuf_16"
export IMPL_post_cts_setup_buffers=0
export IMPL_yosys_mux_area_fraction_pct=23.05
export IMPL_tritoncts="yes"
export IMPL_cts_repair_resized=0
export IMPL_synth_top_area_share_pct=58.82
export IMPL_combPwrFrac_pct=10.6
export IMPL_synth_adder_area_share_pct=0
export IMPL_first_pass_iters=6
export IMPL_clk_latency_ns=0.63
export IMPL_cp_max_fo=3
export IMPL_drtIter0Drc=1028
export IMPL_synth_warnings=1
export IMPL_min_path_type="reg2reg"
export IMPL_slew_headroom_pct=37.65
export IMPL_critPathCaptureType="output pin"
export IMPL_drcViolationCount=0
export IMPL_ant_nets=0
export IMPL_maxCapViolCount=0
export IMPL_viasPerCell=5.437
export IMPL_ys_area_mm2=0.02614
critical path: cells and delay by family:
kind / cells / cell delay, ns
buffers and inverters: 2 / 1.08
muxes: 2 / 0.84
metrics by stage:
step / cells / utilization, %
after detailed placement: 2999 / 33.90
after floorplan: 1770 / -
after CTS: 3105 / 36.04
after global placement: 2999 / 33.90
final: 3106 / 36.04
after global routing: 3105 / 36.04
per-layer routing:
metal / vias up / wire length [um] / track usage (%)
li1: 7376 / - / -
met1: 8271 / 30160 / 23.22
met2: 1042 / 39430 / 30.74
met3: 184 / 12510 / 13.30
met4: 14 / 2993 / 5.744
met5: - / 230 / 1.190
power groups by stage:
| stage | sequential, uW | combinational [uW] | clock [uW] |
|---|---|---|---|
| 5_1_grt | 6300 | 1440 | 5330 |
| 4_1_cts | 6290 | 1360 | 5150 |
| 6_report | 6290 | 1350 | 5070 |
cell usage in the layout, fill, tap and decap left out, types with 2 or more instances in the layout:
cell type / netlist / routed
a21oi_1: 48 / 48
a22o_1: 32 / 32
a22oi_1: 176 / 176
a31oi_1: 16 / 16
and2_2: 0 / 2
buf_12: 4 / 22
buf_2: 33 / 2
buf_4: 40 / 89
buf_8: 7 / 2
bufinv_16: 0 / 4
clkbuf_1: 35 / 23
clkbuf_16: 0 / 57
clkbuf_8: 0 / 8
clkdlybuf4s50_1: 0 / 112
clkinv_1: 0 / 4
clkinv_2: 0 / 8
dfxtp_1: 32 / 32
edfxtp_1: 512 / 512
inv_16: 0 / 2
mux2_2: 16 / 16
mux2i_1: 512 / 512
mux4_2: 32 / 32
nand2_1: 50 / 50
nand2b_1: 5 / 5
nand3_1: 97 / 97
nand3b_1: 3 / 3
nand4_1: 32 / 32
nor2_1: 35 / 2
nor2_2: 1 / 32
nor2_4: 0 / 2
nor2b_4: 0 / 4
nor3_1: 16 / 16
or2_2: 2 / 2
or3b_2: 2 / 2
layout make-up:
cell class                      instances  area, um2  share of cell area, %
Antenna cell                            1      2.502               0.008103
Sequential cell                       544      16020                  51.86
Clock buffer                           88       1623                  5.255
Tap cell                             1144       1431                  4.635
Timing Repair Buffer                  227       2270                  7.349
Multi-Input combinational cell       1084       9326                  30.20
Clock inverter                         18      215.2                 0.6968
path summary, 6_finish.rpt:
| check | startpoint | endpoint | slack [ns] | cells after the start |
|---|---|---|---|---|
| worst max register to register | RegBank[7][1] | AR[1] | 2.57 | 5 |
| worst max-delay path | ans_dm[7] | B[7] | 0.54 | 4 |
| worst min-delay path | RegBank[16][12] | AR[12] | 0.68 | 4 |
| worst min register to register | RegBank[16][12] | AR[12] | 0.68 | 4 |
state kept, by name, summed over array words and instances, names as in the netlist:
name	cells
AR	16
BR	16
RegBank	512
cells by family after synthesis:
kind of cell | after synthesis
DFF | 544
buffers and inverters | 142
AOI/OAI and AO/OA | 272
muxes | 560
and+or+nand+nor | 252
Power is estimated from default activity; no workload was simulated.
