--- run.sh ---
#!/bin/bash
# OpenROAD 26Q1-2900-gdf79404cd8, Yosys 0.63+post, stock flow scripts
make -C /OpenROAD-flow-scripts/flow DESIGN_CONFIG=/design/flow/config.mk WORK_HOME=/design/flow/orfs finish
--- config.mk ---
export PLATFORM = sky130hd
export DESIGN_NAME = dc_block
export DESIGN_NICKNAME = dc_block
export VERILOG_FILES = /design/flow/design.v
export SDC_FILE = /design/flow/constraint.sdc
export NUM_CORES = 4
export LEC_CHECK = 1
export CORE_UTILIZATION = 40
--- constraint.sdc ---
current_design dc_block

set clk_period 2.6
set clk_io_pct 0.2

create_clock -name clk0 -period $clk_period [get_ports {clk}]

set non_clock_inputs [all_inputs -no_clocks]
set_input_delay [expr $clk_period * $clk_io_pct] -clock clk0 $non_clock_inputs
set_output_delay [expr $clk_period * $clk_io_pct] -clock clk0 [all_outputs]
--- design.v ---
`timescale 1ns / 1ps
module dc_block(
input [31:0]ins,
input clk,
input reset,
output reg [15:0] imm,
output reg[5:0]op_dec,
output [4:0] RW_dm,
output [1:0] mux_sel_A,
output [1:0] mux_sel_B,
output reg imm_sel,
output reg mem_en_ex,
output reg mem_rw_ex,
output reg mem_mux_sel_dm
    );
wire JMP,Cond_J,LD_fb,Imm,ld,ST;
assign JMP = (~ins[31] && ins[30] && ins[29] && ~ins[28] && ~ins[27] && ~ins[26]);
assign Cond_J = (~ins[31] && ins[30] && ins[29] && ins[28]);
assign LD_fb = (~ins[31] && ins[30] && ~ins[29] && ins[28] && ~ins[27] && ~ins[26] && ~ld_dff);
assign Imm = (~ins[31] && ~ins[30] && ins[29]);
assign ld = (~ins[31] && ins[30] && ~ins[29] && ins[28] && ~ins[27] && ~ins[26]);
assign ST = (~ins[31] && ins[30] && ~ins[29] && ins[28] && ~ins[27] && ins[26]);
wire [5:0]op_dec_tmp;
wire [14:0]extendand;
wire [14:0]extend;
assign op_dec_tmp = (reset==0?5'b0:ins[31:26]);
wire JCnor,ld_fb_dff_tmp;
reg ld_fb_dff;
assign JCnor = ~(JMP || Cond_J || ld_dff);
assign ld_fb_dff_tmp  = (reset==0?0:ld_fb_dff);
assign extend = (JCnor==0?15'b0:15'b111111111111111);
assign extendand[0] = (extend[0] && ins[11]);    
assign extendand[1] = (extend[1] && ins[12]); 
assign extendand[2] = (extend[2] && ins[13]); 
assign extendand[3] = (extend[3] && ins[14]); 
assign extendand[4] = (extend[4] && ins[15]); 
assign extendand[5] = (extend[5] && ins[16]); 
assign extendand[6] = (extend[6] && ins[17]); 
assign extendand[7] = (extend[7] && ins[18]); 
assign extendand[8] = (extend[8] && ins[19]); 
assign extendand[9] = (extend[9] && ins[20]); 
assign extendand[10] = (extend[10] && ins[21]); 
assign extendand[11] = (extend[11] && ins[22]); 
assign extendand[12] = (extend[12] && ins[23]); 
assign extendand[13] = (extend[13] && ins[24]); 
assign extendand[14] = (extend[14] && ins[25]); 
wire ldand,ld_dff_tmp,st_dff_tmp,lower_dff_tmp;
reg ld_dff,st_dff,lower_dff;
assign ldand = (ld && ~ld_dff);
assign ld_dff_tmp = (reset==0?0:ldand);
assign st_dff_tmp = (reset==0?0:ST);
assign lower_dff_tmp = (reset==0?0:ins[26]);
wire loweror,lowerand,ldff1_tmp,ldff2_tmp,ldff3_tmp,ldff4_tmp;
reg ldff_2;
assign loweror = (ld_dff || st_dff);
assign lowerand = (loweror && ~lower_dff);
assign ldff1_tmp = (reset==0?0:lower_dff);
assign ldff2_tmp = (reset==0?0:lowerand);
assign ldff3_tmp = (reset==0?0:loweror);
assign ldff4_tmp = (reset==0?0:ldff_2);
wire immdff_tmp;
assign immdff_tmp = (reset==0?0:Imm);
wire [15:0]immreg_tmp;
assign immreg_tmp = (reset==0?0:ins[15:0]);
reg [4:0]r1,r2,r3,r4,r5,r6;
wire [4:0]r1_tmp,r2_tmp,r3_tmp,r4_tmp,r5_tmp,r6_tmp;
assign r1_tmp = (reset==0?0:extendand[9:5]);
assign r2_tmp = (reset==0?0:extendand[14:10]);
assign r3_tmp = (reset==0?0:r2);
assign r4_tmp = (reset==0?0:r3);
assign r5_tmp = (reset==0?0:r4);
assign r6_tmp = (reset==0?0:extendand[4:0]);
assign RW_dm = r4;
wire comp1,comp2,comp3,comp4,comp5,comp6;
wire a1,a2,a3,a4;
assign comp1 = (r1==r3?1:0);
assign comp2 = (r1==r4?1:0);
assign comp3 = (r5==r1?1:0);
assign comp4 = (r3==r6?1:0);
assign comp5 = (r6==r4?1:0);
assign comp6 = (r5==r6?1:0);
assign a1 = (~comp1 && comp2);
assign a2 = (~comp1 && ~comp2 && comp3);
assign a3 = (~comp4 && comp5);
assign a4 = (~comp4 && ~comp5 && comp6);
wire [1:0]enc1,enc2;
assign enc1 = ((1 && (comp1==0) && (a1==0) && (a2==0))==1?2'b00:
                ((1 && (comp1==1) && (a1==0) && (a2==0))==1?2'b01:
					 ( (1 && (comp1==0 || comp1==1) && (a1==1) && (a2==0))==1?2'b10:2'b11)));
assign enc2 = ((1 && (comp4==0) && (a3==0) && (a4==0))==1?2'b00:
                ((1 && (comp4==1) && (a3==0) && (a4==0))==1?2'b01:
					 ( (1 && (comp4==0 || comp4==1) && (a3==1) && (a4==0))==1?2'b10:2'b11)));
assign mux_sel_A = enc1;
assign mux_sel_B = enc2;
always @(posedge clk)
begin
op_dec <= op_dec_tmp;
ld_fb_dff <= ld_fb_dff_tmp;
ld_dff <= ld_dff_tmp;
st_dff <= st_dff_tmp;
lower_dff <= lower_dff_tmp;
mem_rw_ex <= ldff1_tmp;
ldff_2 <= ldff2_tmp;
mem_mux_sel_dm <= ldff4_tmp;
mem_en_ex <= ldff3_tmp;
imm_sel <= immdff_tmp;
imm <= immreg_tmp;
r1 <= r1_tmp;
r2 <= r2_tmp;
r3 <= r3_tmp;
r4 <= r4_tmp;
r5 <= r5_tmp;
r6 <= r6_tmp;
end
endmodule
==> CHANGELOG.md <==
### Implementation results

* Status: finished clean
* Cts repair resizes at 0
* Final WL at 3910 µm
* Iter 0 DRT Violations at 36
* Chip height at 72.9 µm
* Synth top cell by count: dfxtp_1
* Top delay family on crit path: simple AND/OR/NAND/NOR gates
* H-Tree Depth at 3
* Syn Area/Cell at 11.4 µm²
* Area growth from synthesis to layout at 45.7%
* Final period utilization at 95.3%
* Final slew viol count at 0
* Share of post-route cells with drive strength above 1 at 11.4%
* IO Port Bufs at 68
* Number of antenna violations at the first check in global routing at 0
* Yosys stat area at 0.00201 mm²
* Clk sinks at 59
* Multiplexer share at 0%
* Relative max-transition margin at 60.9%
* Post-Synth XOR/XNOR Area at 13.1%
* Area leader, netlist: dfxtp_1
* Dominant cell area share at 58.7%
* Tool warning count at 26
* Core Footprint at 0.00479 mm²
* Gr usage total at 16.3%
* Clk buf depth at 2
* Final Hold Viols at 0
* AND-OR/OR-AND Cells, Area Fraction at 3.42%
* Cts bufs inserted at 9
* Max Cap Violations at 0
* Largest net degree at the start of global routing at 31
* RSZ-0062 raised after global routing: false
* Fin Clk Skew at 0.00367 ns
* Final setup violation count at 0
* First-pass GRT wire length at 6390 µm
* Seq share, synth at 58.7%
* Hold_buf cts at 0
* CP max stage cell: clkdlybuf4s50_1
* Top non-seq family: simple AND/OR/NAND/NOR gates
* Adders+Majority by Area at 0%
* Kind of critical path: reg -> out
* Postcts setup bufs at 0
* DRC violations left at 0
* Clk latency late pin at 0.32 ns
* Leak pwr at 1.22 nW
* Grt total ovfl at 0
* DP HPWL at 2930 µm
* Slowest cell delay on critical path at 0.46 ns
* Most used flip-flop cell: dfxtp_1
* Finished Core Util at 61.3%
* # IOs at 69
* Mapped Cells at 177
* CP max FO at 3
* Top cells by area: dfxtp_1 59%, and2_1 12%, xnor2_1 7.0%
* Netlist cell types at 23
* Vias in the first global route at 1,391
* Req. time, crit path at 2.08 ns
* Root Buffer: clkbuf_8
* Post-DRT Antenna Nets at 0
* Vias post-DR at 1,408
* Worst setup SP type: flop
* Setup crit end kind: output pin
* Post-synth top cells: 59 x dfxtp_1, 39 x and2_1, 16 x xnor2_1, 14 x xor2_1, 8 x and3_1
* Simple Share, Synth at 22.7%
* Synth warnings at 1
* Chip width at 72.9 µm
* Arrival @ worst endpoint at 1.96 ns
* Reg clk slew, reported paths at 0.06 ns
* Power per cell area at 651 mW/mm²
* Wirelength per Cell at 12.1 µm
* Full die area at 0.00532 mm²
* CTS tree: done
* Post-layout min period at 2.48 ns
* Antenna diode count at 0
* Number of cell rows at 25
* Fmax achieved at 0.404 GHz
* Via/cell ratio at 4.37
* Min-Delay Path Class: reg -> reg
* Yosys reg bits at 59
* TritonRoute pass-1 iters at 4
* Buf/Inv on CP at 1
* Worst-Margin Slew at 0.586 ns
* Worst vdd ir at 439 µV
* EDFF count, synth at 0
* Fillers at 394
* Syn Std Cell Area at 0.00201 mm²
* Ys cells at 177
* Fraction of registers with async set/reset at 0%
* TNS Setup at 0 ns
* Fp_density at 42.1%
* Routability congestion estimate at 0.865
* CP cell instances: xor2_1 -> nor3_1 -> and3_1 -> o32a_1 -> clkdlybuf4s50_1
* Total power at 1.91 mW
==> registers in the layout, indices dropped and copies added (netlist names) <==
name,cells
imm,16
op_dec,6
r1,5
r2,5
r3,5
r4,5
r5,5
r6,5
imm_sel,1
ld_dff,1
ldff_2,1
mem_en_ex,1
mem_mux_sel_dm,1
mem_rw_ex,1
st_dff,1
==> placed cells by master, fill, tap and decap left out, types with 5 or more instances in the layout <==
| cell type | Yosys | final |
|---|---|---|
| and3_1 | 8 | 8 |
| xnor2_1 | 16 | 16 |
| clkbuf_8 | 0 | 12 |
| dfxtp_1 | 59 | 59 |
| and3_2 | 5 | 5 |
| xor2_1 | 14 | 14 |
| nand3_1 | 6 | 6 |
| and2_1 | 39 | 39 |
| and2_2 | 6 | 6 |
| clkdlybuf4s50_1 | 0 | 68 |
==> area by class of cell <==
cell class / count / area [µm²] / share of cell area [%]
Tap cell: 67 / 83.8 / 2.86
Clock inverter: 2 / 10.0 / 0.341
Inverter: 1 / 3.75 / 0.128
Sequential cell: 59 / 1180 / 40.3
Clock buffer: 13 / 169 / 5.76
Timing Repair Buffer: 70 / 696 / 23.7
Multi-Input combinational cell: 110 / 790 / 26.9
==> logic make-up (layout without fill, tap and decap cells) <==
kind of cell | count (synthesis) | count (layout)
AND/OR/NAND/NOR | 73 | 73
flip-flops | 59 | 59
XOR/XNOR | 30 | 30
buffers and inverters | 8 | 86
AND-OR/OR-AND | 7 | 7
==> through the flow <==
stage               std cells  hold slack, ns  cell area [µm²]  worst slack, ns
CTS                       322           0.432             2930            0.114
floorplan                 177           0.407             2010             1.14
global placement          307           0.413             2750            0.486
global route              322           0.442             2930          0.00736
finish                    322           0.432             2930            0.122
detailed placement        307           0.418             2750            0.486
==> routing by layer <==
layer  track usage (%)  part of all wire [%]
met5                 0                     0
met2              25.8                    47
met3              5.18                   5.1
met1              23.0                    46
met4              3.27                   1.7
==> final timing paths <==
path / from / endpoint / slack (ns) / depth (start not counted)
max: r1[1] / mux_sel_A[1] / 0.12 / 5
min: r2[4] / r3[4] / 0.43 / 1
max reg2reg: ld_dff / r6[1] / 1.45 / 2
min reg2reg: r2[4] / r3[4] / 0.43 / 1
==> worst register-to-register path: cells and delay by family, from the launching register on <==
| family | cells | cell delay (ns) |
|---|---|---|
| AOI/OAI and AO/OA | 1 | 0.50 |
| and+or+nand+nor | 1 | 0.26 |
| DFF | 1 | 0.34 |
==> power by group <==
| part | internal (mW) | switching (mW) |
|---|---|---|
| clock network | 0.415 | 0.308 |
| registers | 0.945 | 0.0247 |
| logic | 0.154 | 0.0616 |
| total | 1.51 | 0.395 |
Power figures rest on the tool's default switching activity, not on a simulated workload.
